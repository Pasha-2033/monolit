## /design/flow/design.v

```verilog
module logic_unit #(
	parameter WORD_WIDTH
) (
	input	wire	[1:0]				op_i,
	input	wire	[WORD_WIDTH - 1:0]	a_i,
	input	wire	[WORD_WIDTH - 1:0]	b_i,
	input	wire	[WORD_WIDTH - 1:0]	not_b_i,
	output	wire	[WORD_WIDTH - 1:0]	r_o
);
wire [WORD_WIDTH - 1:0] _and = a_i & b_i;
wire [WORD_WIDTH - 1:0] _or = a_i | b_i;
wire [WORD_WIDTH - 1:0] _xor = _or & ~_and;
wire [3:0][WORD_WIDTH - 1:0] merger = {_xor, _or, _and, not_b_i};
assign r_o = merger[op_i];
endmodule
module ELU (
	input	wire	[3:0][1:0]	op_i,
	input	wire	[3:0][7:0]	a_i,
	input	wire	[3:0][7:0]	b_i,
	input	wire	[3:0][7:0]	not_b_i,
	output	wire	[3:0][7:0]	r_o
);
wire [3:0][7:0] _and;
wire [3:0][7:0] _or;
wire [3:0][7:0] _xor;
wire [3:0][3:0][7:0] merger;
integer i;
always_comb begin
	_and = a_i ^ b_i;
	_or = a_i | b_i;
	_xor = _or & ~_and;
	for (i = 0; i < 4; ++i) begin : logic_subunit
		merger[i] = {_xor[i], _or[i], _and[i], not_b_i[i]};
		r_o[i] = merger[i][op_i[i]];
	end
end
endmodule
```

## /design/flow/run.sh

```bash
#!/bin/bash
# OpenROAD 26Q1-2900-gdf79404cd8, Yosys 0.63+post, stock flow scripts
make -C /OpenROAD-flow-scripts/flow DESIGN_CONFIG=/design/flow/config.mk WORK_HOME=/design/flow/orfs finish
```

## /design/flow/config.mk

```make
export PLATFORM = sky130hd
export DESIGN_NAME = ELU
export DESIGN_NICKNAME = ELU
export VERILOG_FILES = /design/flow/design.v
export SDC_FILE = /design/flow/constraint.sdc
export NUM_CORES = 4
export LEC_CHECK = 1
export CORE_AREA = 10 10 93 93
export DIE_AREA = 0 0 103 103
```

## /design/flow/constraint.sdc

```tcl
current_design ELU

set clk_period 1.4
set clk_io_pct 0.2

create_clock -name clk0 -period $clk_period

set non_clock_inputs [all_inputs -no_clocks]
set_input_delay [expr $clk_period * $clk_io_pct] -clock clk0 $non_clock_inputs
set_output_delay [expr $clk_period * $clk_io_pct] -clock clk0 [all_outputs]
```

==> flow_summary.yaml <==
# yosys + openroad results
pwr:
  p_seq_share_pct: 0
  pwr-share-clk_pct: 0
  p_sw_share_pct: 33.9
  ir_worst_vdd_mv: 0.134
  powerDensity_mw_per_mm2: 250
  switching_power_uw: 397
  p_int_uw: 775
  p_comb_share_pct: 100.0
  power_mw: 1.17
  leakagePower_nw: 2.17
yosys:
  ys_top_cells_by_area: "ha_1, mux4_2, inv_1, buf_6, clkbuf_2"
  syn_inst: 200
  syn_area_mm2: 0.00195
  yosysCellCount: 200
  yosysTopAreaCell: "ha_1"
  synth_cell_types: 5
  ys_seq_share_pct: 0
  synth_area_per_cell_um2: 9.73
  synth-warning-count: 12
  top_cell_area_share_pct: 41.1
  ys_chip_area_mm2: 0.00195
  synth.most_common_cell: "inv_1"
  top_cells_by_count: "inv_1, ha_1, mux4_2, buf_6, clkbuf_2"
floorplanning:
  core-area_mm2: 0.00676
  die_h_um: 103
  rows: 30
  fp_util_pct: 28.8
  boundaryPins: 136
  die_w_um: 103
  die_area_mm2: 0.0106
global_route:
  grt_util_all_layers_pct: 13.1
  grt_antenna_before_repair: 0
  grt_pass1_wl_mm: 11.2
  grt_max_degree: 9
  grt_pass1_vias: 2275
  grt-ovfl-total: 0
hold_path:
  hold_path_class: "primary input to output port"
  whs_path_depth: 3
placed_design:
  dp.final_hpwl_mm: 5.60
  dp.cells: 457
  placed_area_mm2: 0.00375
  port_buffers: 136
  gp_congestion: 0.809
sta:
  drv_slew: 0
  worstMarginPinSlew_ps: 109
  whs_ps: 987
  max_clock_freq_ghz: 0.665
  rsz0062_at_grt: "true"
  finalSetupTns_ps: -2270
  maxSlewHeadroom_pct: 92.8
  hold_violations: 0
  period_minus_slack_ps: 1500
  final.period_utilization_pct: 107
  fin_ws_ps: -103
  setup_viol: 32
detailed_routing:
  wire_per_inst_um: 14.9
  dr.pass1.iters: 3
  totalWireLength_mm: 6.88
  drt-vias-per-instance: 4.39
  drtIter0Drc: 7
  ant_nets: 0
  vias: 2033
  drc: 0
  n_antenna_cell: 0
finish:
  fillers: 444
  syn2layout_area_growth_pct: 141
  drive_gt1_share_pct: 79.6
  seq_cells: 0
  num-clock-buffers: 0
  stdcell_area_mm2: 0.00469
  layout.area.seq_um2: 0
  instances_no_fill: 463
  logic_area_mm2: 0.00220
flow_run:
  warnings: 66
  drv_cap: 0
worst_setup_path:
  crit_type: "primary input to output port"
  crit_arrival_ps: 1220
  cp.required_ps: 1120
  cp_max_fo: 2
  end_kind: "output port"
  cp-start-kind: "primary input"
outcome:
  failed_checks: "setup timing"
  outcome: "finished with violations"
cells in the final DEF, fill, tap and decap left out:
cell           count
ha_1              10
mux4_2            32
buf_12             3
buf_6             90
buf_2             31
dlygate4sd2_1     36
inv_4             32
inv_2             32
ha_4              54
buf_4              8
inv_1             32
buf_8             23
repair_timing:
item,4_1_cts,5_1_grt
buffers inserted,7,0
pin swaps,45,20
hold buffers,0,0
endpoints found under the setup margin,32,32
gates resized,676,43
worst max-delay path: stages:
cell	delay, ps
buf_6	100
buf_6	110
ha_4	140
mux4_2	460
buf_2	140
metrics by stage:
step	setup slack [ps]	utilization (%)
3_5_place_dp	-868	55.5
2_1_floorplan	145	-
3_3_place_gp	-861	55.5
4_1_cts	-108	67.3
5_1_grt	-125	69.4
6_report	-103	69.4
power by group through the flow:
stage,Sequential (mW),Combinational (mW),Clock (mW)
finish,0,1.17,0
CTS,0,1.13,0
global route,0,1.30,0
cell families (layout without fill, tap and decap cells):
kind of cell / Yosys count / after routing / synth area share [%]
buf+inv: 104 / 287 / 21.9
fa+ha+maj: 64 / 64 / 41.1
mux: 32 / 32 / 37.0
cell type report:
cell class	instances	share of cell area (%)
inverter	96	9.40
tap	80	2.14
timing repair buffer	191	41.6
multi-input combinational	96	46.9
metal layers:
layer | global-route usage [%] | wire length, um | vias to the layer above
met4 | 0.428 | 25 | 0
li1 | - | - | 1001
met3 | 2.91 | 566 | 2
met5 | 0 | 0 | -
met2 | 22.5 | 3420 | 71
met1 | 17.6 | 2860 | 959
path summary, 6_finish.rpt:
check,start,to
setup / recovery,b_i[8],r_o[8]
hold / removal,op_i[0],r_o[1]
Power is estimated from default activity; no workload was simulated.
