--- flow/config.mk ---
export PLATFORM = sky130hd
export DESIGN_NAME = core
export DESIGN_NICKNAME = core
export VERILOG_FILES = /design/flow/design.v
export SDC_FILE = /design/flow/constraint.sdc
export NUM_CORES = 4
export LEC_CHECK = 1
export CORE_AREA = 10 10 110 110
export DIE_AREA = 0 0 120 120
--- flow/constraint.sdc ---
current_design core

set clk_period 3.5
set clk_io_pct 0.2

create_clock -name clk0 -period $clk_period [get_ports {clk}]

set non_clock_inputs [all_inputs -no_clocks]
set_input_delay [expr $clk_period * $clk_io_pct] -clock clk0 $non_clock_inputs
set_output_delay [expr $clk_period * $clk_io_pct] -clock clk0 [all_outputs]
--- flow/design.v ---
module memory #(
	parameter word_width = 8
)(
	input	wire								clk,
	input	wire								write,
	inout	wire	[word_width - 1:0]			operand,
	input	wire	[$clog2(word_width) - 1:0]	operand_addr,
	output	wire	[word_width - 1:0]			PC_R,
	input	wire	[$clog2(word_width) - 1:0]	PC_ADRR
);
reg [$clog2(word_width) - 1: 0] mem;
assign operand = write ? 'z : mem[operand_addr];
assign PC_R = mem[PC_ADRR];
always @(posedge clk) begin
	if (write) begin
		mem[operand_addr] <= operand;
	end
end
endmodule
module core #(
	parameter word_width = 8
) (
	input	wire								clk,
	output	wire								write,
	input	wire	[word_width - 1:0]			operand,
	output	reg		[$clog2(word_width) - 1:0]	operand_addr,
	input	wire								reset,
	input	wire	[word_width - 1:0]			PC_R,
	output	reg		[$clog2(word_width) - 1:0]	PC_ADRR
);
reg [word_width - 1:0] A;
reg [1:0] state = '0;
reg [3:0] flags = '0;
assign write = ~|state & PC_R[word_width - 1];
wire [word_width - 1:0][7:0] R = {
	A + operand,
	A - operand,
	~A,
	A & operand,
	A | operand,
	A ^ operand,
	A >> 1,
	A << 1
};
wire [7:0] EXPECTED_ZF = {
	(A + operand)	== 0,
	(A - operand)	== 0,
	(~A)	== 0,
	(A & operand)	== 0,
	(A | operand)	== 0,
	(A ^ operand)	== 0,
	(A >> 1)== 0,
	(A << 1)== 0
};
wire [7:0] EXPECTED_CF = {
	(A + operand)	> 2 ** word_width - 1,
	(A - operand)	< 0,
	1'b0,
	1'b0,
	1'b0,
	1'b0,
	1'b0,
	1'b0
};
wire [word_width - 1:0] A_p = A + operand;
wire [word_width - 1:0] A_m = A - operand;
wire [7:0] EXPECTED_OF = {
	A[word_width - 1] ^ A_p[word_width - 1],
	A[word_width - 1] ^ A_m[word_width - 1],
	1'b0,
	1'b0,
	1'b0,
	1'b0,
	1'b0,
	1'b0
};
always @(posedge clk) begin
	if (reset) begin
		state <= '0;
		PC_ADRR <= '0;
	end else begin
		if (state == 2'b01) begin	 
			A <= PC_R;
		end else if (state == 2'b10) begin	 
			operand_addr <= PC_R[$clog2(word_width) - 1:0];
		end else if (state == 2'b11) begin	 
			A <= operand;
		end
		if (|state) begin
			state <= '0;
			PC_ADRR <= PC_ADRR + 1;
		end else begin
			if (PC_R[word_width - 2:word_width - 3] == 0) begin	 
				state <= PC_R[1:0];
				PC_ADRR <= PC_ADRR + 1;
			end else if (PC_R[word_width - 2:word_width - 3] == 1) begin  
				A <= R[PC_R[2:0]];
				flags <= {EXPECTED_CF[PC_R[1:0]], EXPECTED_OF[PC_R[1:0]], EXPECTED_ZF[PC_R[1:0]], 1'b1};
				PC_ADRR <= PC_ADRR + 1;
			end else if (flags[PC_R[1:0]]) begin	 
				PC_ADRR <= A;
			end
		end
	end
end
endmodule
--- flow/run.sh ---
#!/bin/bash
# OpenROAD 26Q1-2900-gdf79404cd8, Yosys 0.63+post, stock flow scripts
make -C /OpenROAD-flow-scripts/flow DESIGN_CONFIG=/design/flow/config.mk WORK_HOME=/design/flow/orfs finish
==> results.cfg <==
; yosys + openroad results
[clock_network]
clock_latency_ns = 0.26
tritoncts = built
clk_pin_slew_worst_paths_ns = 0.08
cts-root-buf = clkbuf_8
cts_resized = 0
htree_levels = 1
cts_made_buffers = 3
cts_buffer_depth = 2
cts.sinks = 18
hold_buffers = 0
cts_setup_buffers = 0

[critical_path]
max_stage_delay_ns = 0.51
required_ns = 3.51
crit_type = in -> reg
crit_path_start_kind = input pin
path_buffers = 2
crit_fanout = 11
end_kind = flop
cp.arrival_ns = 2.73
cpMostUsedCell = nor3_1
cp_top_family = buffers and inverters
critPathSlowestCell = clkdlybuf4s50_1
path_cells = clkdlybuf4s50_1, inv_1, ha_1, nor3_1, o21ai_0, a32oi_1, mux2i_1, nor3_1

[die]
die_y_um = 120
die-area_um2 = 14400
ios = 25
core_area_um2 = 9774
rows = 36
die_w_um = 120
floorplanUtilization_pct = 23.64

[synthesis]
common_cells = inv_1, ha_1, o21ai_0, nand2_1, a21oi_1
yosys.area_share.adder_pct = 14.73
async_flop_share_pct = 0
yosys_warnings = 2
yosysMostFrequentCell = inv_1
synth-simple-area-share_pct = 19.98
topCellsByArea = edfxtp_1, ha_1, mux2i_1, inv_1, dfxtp_1
synth_cell_types = 64
mux_share_pct = 11.59
xor_share_pct = 0.7580
postSynthAreaPerCell_um2 = 8.528
yosysTopAreaCell = edfxtp_1
ys_seq_share_pct = 21.22
top_cell_area_share_pct = 16.89
ys_ff = 18
ys_sh_aoi_pct = 22.52
edf_count = 13
synthFlopType = edfxtp_1
ys_chip_area_um2 = 2311
synth.comb.largest_family = AND-OR/OR-AND gates
synth_cells = 271
yosys_cells = 271
netlist_area_um2 = 2311

[min_path]
hp-class = reg -> reg

[drt]
drc = 0
vias_per_cell = 4.934
route.vias.total = 2082
diodes = 0
drt-initial-drc-count = 134
wire_per_inst_um = 15.10
drtPass1Iterations = 4
detail-route-antenna-nets = 0
routed_wl_um = 6373

[pwr]
powerDensity_nw_per_um2 = 281.4
ir_worst_vdd_v = 0.0001336
p_leak_nw = 1.048

[global_route]
grt_max_degree = 32
antenna_found_initial = 0
grt_pass1_vias = 2014
grt_pass1_wl_um = 10360
grt.total_usage_pct = 8.674
grt-ovfl-total = 0

[sta]
fin_tns_setup_ns = 0
fmax_mhz = 369.0
drv_slew = 0
setup_viol = 0
worst_pin_slew_ns = 0.6745
clock_skew_ns = 0.001039
rsz0062_at_grt = false
layout_min_cycle_time_ns = 2.710
timing_hold_violations_final = 0
slew_headroom_pct = 54.89
finalCritPeriodShare_pct = 77.44

[finish]
drive_above_1_share_pct = 8.997
area_growth_pct = 17.92
layout.cells.non_filler = 422
final_cell_area_um2 = 2725

[place]
place_inst = 418
portBuffers = 24
dp_hpwl_um = 4814
placed_area_um2 = 2670
gp_congestion = 0.9123

[run]
warnings = 40
maxCapViolCount = 0

[run_status]
status = completed
==> layout by cell type (no fill, tap or decap), types with 2 or more instances in the layout <==
| cell type | instances |
|---|---|
| edfxtp_1 | 13 |
| o21ai_0 | 20 |
| mux4_2 | 4 |
| a21oi_1 | 15 |
| nor2_1 | 12 |
| ha_1 | 24 |
| or2_2 | 2 |
| nand4_1 | 3 |
| o211ai_1 | 12 |
| buf_4 | 7 |
| a21o_1 | 2 |
| nor2b_1 | 5 |
| nor3_1 | 8 |
| o31ai_1 | 2 |
| a31oi_1 | 3 |
| a21boi_0 | 2 |
| nand3_1 | 6 |
| fa_1 | 2 |
| inv_1 | 28 |
| o2111ai_1 | 2 |
| nand2_1 | 17 |
| nor4_1 | 3 |
| dfxtp_1 | 5 |
| nand2b_1 | 8 |
| o22ai_1 | 3 |
| nor3b_1 | 5 |
| clkdlybuf4s50_1 | 24 |
| and3_1 | 2 |
| mux2i_1 | 14 |
| clkbuf_8 | 4 |
==> cell type report <==
type,instances,area [um2]
well taps,133,166.4
flip-flops and latches,18,490.5
repair buffers,31,292.8
multi-input cells,207,1612
fillers,1034,7049
inverters,29,108.9
clock buffers,4,55.05
==> worst paths after layout <==
check / from / end / slack [ns] / depth (start not counted)
max: operand[4] / A[6] / 0.79 / 8
min: PC_ADRR[1] / PC_ADRR[1] / 0.53 / 2
max reg2reg: A[1] / A[7] / 1.18 / 7
min reg2reg: PC_ADRR[1] / PC_ADRR[1] / 0.53 / 2
==> cell families after synthesis <==
group	after synthesis
simple gates	81
compound gates	77
buf+inv	46
fa+ha+maj	26
mux	20
flops	18
xor+xnor	2
other cells	1
==> power by group <==
group	total [mW]	switching, mW	internal (mW)
Sequential	0.272	0.0246	0.248
Clock	0.182	0.0822	0.100
Combinational	0.312	0.166	0.146
==> state kept, by name, indices dropped and copies added, names as in the netlist <==
signal,flops
A,8
PC_ADRR,3
flags,2
operand_addr,3
state,2
==> routing by layer <==
layer	GRT usage, %	up-vias	wire length (um)	part of all wire, %
li1	-	1022	-	-
met1	11.47	975	2789	44
met2	14.58	78	3014	47
met3	1.761	7	475	7.5
met4	1.508	0	93	1.5
met5	0	-	0	0
==> through the flow <==
step / hold slack (ns) / utilization, % / setup WS (ns) / power [mW]
floorplan: 0.4566 / - / 1.183 / 0.4931
global placement: 0.4916 / 27.32 / 0.5226 / 0.5854
detailed placement: 0.5182 / 27.32 / 0.5209 / 0.5866
CTS: 0.5335 / 27.88 / 0.7975 / 0.7727
global route: 0.5556 / 27.88 / 0.6282 / 0.8219
finish: 0.5266 / 27.88 / 0.7896 / 0.7668
==> worst register-to-register path, delay by kind of cell, from the launching register on <==
family          cells  cell delay, ns
simple gates        3            0.55
compound gates      2            0.40
fa+ha+maj           1            0.38
buf+inv             1            0.17
flops               1            0.58
Power and IR drop assume default switching activity.
