File: flow/run.sh
#!/bin/bash
# OpenROAD 26Q1-2900-gdf79404cd8, Yosys 0.63+post, stock flow scripts
make -C /OpenROAD-flow-scripts/flow DESIGN_CONFIG=/design/flow/config.mk WORK_HOME=/design/flow/orfs finish
File: flow/config.mk
export PLATFORM = sky130hd
export DESIGN_NAME = EUF
export DESIGN_NICKNAME = EUF
export VERILOG_FILES = /design/flow/design.v
export SDC_FILE = /design/flow/constraint.sdc
export NUM_CORES = 4
export LEC_CHECK = 1
export CORE_AREA = 10 10 70 70
export DIE_AREA = 0 0 80 80
File: flow/constraint.sdc
current_design EUF

set clk_period 1.3
set clk_io_pct 0.2

create_clock -name clk0 -period $clk_period

set non_clock_inputs [all_inputs -no_clocks]
set_input_delay [expr $clk_period * $clk_io_pct] -clock clk0 $non_clock_inputs
set_output_delay [expr $clk_period * $clk_io_pct] -clock clk0 [all_outputs]
File: flow/design.v
module EUF (
	input	wire	[3:0]		a_end_i,
	input	wire	[3:0][7:0]	r_i,
	input	wire	[1:0]		CF_sel_i,
	input	wire	[1:0]		ZF_sel_i,
	input	wire	[1:0]		SF_sel_i,
	input	wire	[1:0]		PF_sel_i,
	input	wire	[1:0]		OF_sel_i,
	input	wire	[3:0]		CF_i,
	output	wire				CF_o,
	output	wire				ZF_o,
	output	wire				SF_o,
	output	wire				PF_o,
	output	wire				OF_o
);
wire [3:0] ZF_basic_array;
wire [3:0] ZF_array;
wire [3:0] SF_array;
wire [3:0] PF_array;
wire [3:0] OF_array;
integer i;
always_comb begin
	ZF_array = {
		|ZF_basic_array,
		|ZF_basic_array[2:0],
		|ZF_basic_array[1:0],
		ZF_basic_array[3]
	};
	for (i = 0; i < 4; ++i) begin
		ZF_basic_array[i] = |r_i[i];
		SF_array[i] = r_i[i][7];
		PF_array[i] = r_i[i][0];
		OF_array[i] = a_end_i[i] ^ SF_array[i];
	end
	CF_o = CF_i[CF_sel_i];
	ZF_o = ZF_array[ZF_sel_i];
	SF_o = SF_array[SF_sel_i];
	PF_o = PF_array[PF_sel_i];
	OF_o = OF_array[OF_sel_i];
end
endmodule
module EAB (
	input	wire				CF_i,
	input	wire	[3:0]		is_sub_i,
	input	wire	[3:0][1:0]	sub_unit_control_i,
	input	wire	[3:0][7:0]	a_i,
	input	wire	[3:0][7:0]	b_i,
	output	wire	[3:0][7:0]	r_o,
	input	wire	[1:0]		CF_sel_i,
	input	wire	[1:0]		ZF_sel_i,
	input	wire	[1:0]		SF_sel_i,
	input	wire	[1:0]		PF_sel_i,
	input	wire	[1:0]		OF_sel_i,
	output	wire				CF_o,
	output	wire				ZF_o,
	output	wire				SF_o,
	output	wire				PF_o,
	output	wire				OF_o
);
wire [4:0] CF_from_unit;
EAU unit (
	.CF_i(CF_i),
	.is_sub_i(is_sub_i),
	.sub_unit_control_i(sub_unit_control_i),
	.a_i(a_i),
	.b_i(b_i),
	.not_a_i(~a_i),
	.r_o(r_o),
	.CF_o(CF_from_unit)
);
EUF flags (
	.a_end_i({a_i[3][7], a_i[2][7], a_i[1][7], a_i[0][7]}),
	.r_i(r_o),
	.CF_sel_i(CF_sel_i),
	.ZF_sel_i(ZF_sel_i),
	.SF_sel_i(SF_sel_i),
	.PF_sel_i(PF_sel_i),
	.OF_sel_i(OF_sel_i),
	.CF_i(CF_from_unit[3:0]),
	.CF_o(CF_o),
	.ZF_o(ZF_o),
	.SF_o(SF_o),
	.PF_o(PF_o),
	.OF_o(OF_o)
);
endmodule
==> summary.txt <==
Results of an implementation run.

Hold-check failures listed in the final report amount to 0. The worst setup margin is -0.191 ns. Adding up every negative setup slack in the final design gives -0.319 ns. The finished layout holds 132 standard cells, fillers aside. The kind of launch point of the worst setup path is an input port. For this design the ratio of total power to cell area is 241 nW/µm². In this design, the stage delay of the slowest critical-path cell is 0.29 ns. The part of the total power dissipated in the clock network is 0%.

Detailed-route iteration 0 reported a violation count of 5. The part of the Yosys area used for sequential elements is 0%. The checks that failed: negative setup slack. The total vias in the final route is 455. The power report attributes to the sequential group a share of 0%. Entering global routing, the biggest net connects 4 pins.

The number of warnings in the stage logs is 34. Yosys mapped the design onto 10 distinct sky130hd cell types. For reference, the critical path is launched at r_i[22]. The worst hold path class is input port to output port. The classification of the worst setup path is input port to output port. The number of instances in the synthesized netlist is 26. The wire length of the first global-routing pass is 2700 µm.

Looking at the VDD voltage map, the peak drop is 0.0577 mV. The wire length recorded after detailed routing is 1940 µm. At the end of routability-driven placement, the weighted congestion stood at 0.812. The routed design could run at a clock period as short as 1.49 ns. The number of antenna violations at the first check in global routing is 2. The library cell appearing most often on the critical path is sky130_fd_sc_hd__buf_2. Before placement the cells fill 7.51% of the core. From bottom edge to top edge, the die measures 80 µm. From synthesis to final layout, the design area changed by 231%. In this run the power spent charging and discharging nets is 66.0 µW.

The average wire length per cell after detail routing is 14.7 µm. The tally of clock buffers in the finished layout is 0. The share of the clock period used by the worst path after layout is 115%. The most common cell after layout, fill and taps aside is sky130_fd_sc_hd__buf_2. The via count of the first global-routing pass came to 500. The data arrival time of the worst path is 1.23 ns. The element type at the critical path end is an output port. The slowest library cell on the worst path is sky130_fd_sc_hd__nor4_4. The leakage component of the power was reported as 0.000336 µW. The data required time of the critical path is 1.04 ns. Hold repair after CTS inserted 0 buffers. The pre-CTS setup slack is -0.931 ns. Traced cell by cell, the critical path runs through buf_2 > nor4_4 > nand4b_1 > a211oi_2 > nor3_1 > buf_2. The switching power as a share of total power is 32.3%. Global routing used 5.47% of the available tracks.

The fraction of final layout cells with drive strength greater than 1 is 61.2%. The chip area line in the Yosys stat output reads 256 µm². The synthesis report lists the Yosys warning total as 23. Per the cell usage report, the commonest logic cells after layout are sky130_fd_sc_hd__buf_2 (25), sky130_fd_sc_hd__clkdlybuf4s15_1 (12), sky130_fd_sc_hd__buf_6 (9). The tool flagged a number of max-cap violations equal to 0. The residual antenna-violating net count after detailed routing is 0. Per the OpenROAD floorplan log, the area of the core is 3420 µm². According to the floorplan log, the row count is 21. The critical path maximum fanout is 2. The summed instance area of the synthesized netlist is 256 µm². As logged by OpenROAD, the buffers inserted on ports number 55.

The slew of the pin with the lowest slew margin is 0.237 ns. According to the cell report, flip-flops and latches in the layout number 0. The area occupied by registers is 0 µm². Static timing analysis puts the maximum clock frequency at 671 MHz.

The endpoint of the worst hold path is reported as SF_o. The number of setup violations in the final report is 2. The internal power contribution is 138 µW.

After detailed placement, the design holds a cell count of 130. The average cell area after synthesis is 9.87 µm². Per the hold report, the tightest min-delay path originates at SF_sel_i[0].

The horizontal die dimension reported for this design is 80 µm. Once detailed placement completed, the half-perimeter wirelength came to 1810 µm. The number of pins exceeding their max-slew limit in the final report is 0. Setup repair after global routing could not meet its margin everywhere. According to the I/O placement log, the pin count is 55. The residual DRC count is 0. Recorded from the global router log, the overflow total was 0. The number of iterations in the first detailed-routing pass is 2. The cell depth of the worst min-delay path is 3.

The number of cell instances after yosys synthesis is 26. Combinational logic is responsible for 100.0% of the overall power. In this run the full chip footprint comes out at 6400 µm². The total chip power is 204 µW.

The max-slew headroom at the worst pin is 84.1%. The ratio of routed vias to standard cells is 3.45. The run finished, with violations left.
-- worst max-delay path, delay by kind of cell --
family | cells | cell delay, ns
AND/OR/NAND/NOR | 3 | 0.51
buffers and inverters | 2 | 0.24
AND-OR/OR-AND | 1 | 0.23
-- cells by family (layout without fill, tap and decap cells) --
logic type,after synthesis,after routing,synth area share [%]
XOR/XNOR,4,4,13.7
AND-OR/OR-AND,1,1,4.88
multiplexers,4,4,36.6
buffers and inverters,0,59,0
AND/OR/NAND/NOR,17,17,44.9
other,0,1,0
-- through the flow --
stage | util (%) | hold WS [ns] | area (µm²)
CTS | 24.0 | 0.900 | 820
floorplan | - | 0.606 | 256
finish | 24.8 | 0.891 | 848
detailed placement | 26.0 | 1.57 | 887
global route | 24.8 | 0.921 | 848
global placement | 26.0 | 1.57 | 887
-- power by group through the flow --
stage / Clock (µW) / Combinational, µW / Sequential [µW]
CTS: 0 / 201 / 0
global route: 0.000103 / 219 / 0
finish: 0.000103 / 204 / 0
-- routing by layer --
layer	track usage (%)	vias up	routed length [µm]
met1	6.61	199	743
met5	0	-	0
met2	8.75	21	966
met4	0	0	0
li1	-	235	-
met3	3.18	0	228
-- cell type report --
type	instances	area, µm²
fill	388	2570
timing repair buffer	59	464
multi-input combinational	26	324
tap	46	57.6
antenna	1	2.50
-- cell usage after synthesis, drive strengths merged --
library cell  count  area (µm²)
nor4              9        75.1
mux4              4        93.8
nand2             4        15.0
xor2              4        35.0
nor3              2        10.0
a211oi            1        12.5
nand2b            1        6.26
nand4b            1        8.76
-- how the worst max path moves through the flow --
| stage | endpoint | cells after the start |
|---|---|---|
| finish | ZF_o | 6 |
| CTS | ZF_o | 6 |
| global route | ZF_o | 6 |
-- repair_timing --
item | in CTS | in global routing
pin swaps | 17 | 8
setup endpoints to repair | 5 | 4
buffers inserted | 1 | 0
hold endpoints to repair | 0 | 0
gates resized | 173 | 5
Power is estimated from default activity; no workload was simulated.
